--- flow/design.v ---
`timescale 1ns / 1ps
`timescale 1ns / 1ps
module mux8(
    input select,
    input [7:0] a0,
    input [7:0] a1,
    output wire [7:0] b
    );
	assign b =( select )?  a1 : a0 ;
endmodule
module barrel_shifter(in,shift,direction,out);
	input[7:0] in;
	input wire[2:0] shift;
	input direction;
	output wire[7:0] out;
	wire[7:0] out1;
	wire[7:0] out2;
	wire[7:0] out_r;
	wire[7:0] out3;
	wire[7:0] out4;
	wire[7:0] out_l;
	wire[7:0] out_shifted;
	wire s0,s1,s2;
	assign s0=shift[0];
	assign s1=shift[1];
	assign s2=shift[2];
	mux8 m1(.select(s0), .a0(in), .a1({in[0],in[7:1]}), .b(out1));
	mux8 m2(.select(s1), .a0(out1), .a1({out1[1:0],out1[7:2]}), .b(out2));
	mux8 m3(.select(s2), .a0(out2), .a1({out2[3:0],out2[7:4]}), .b(out_l));
	mux8 m4(.select(s0), .a0(in), .a1({in[6:0],in[7]}), .b(out3));
	mux8 m5(.select(s1), .a0(out3), .a1({out3[5:0],out3[7:6]}), .b(out4));
	mux8 m6(.select(s2), .a0(out4), .a1({out4[3:0],out4[7:4]}), .b(out_r));
	mux8 m7(.select(direction), .a0(out_r), .a1(out_l), .b(out_shifted));
	assign out = out_shifted;
endmodule
--- flow/run.sh ---
#!/bin/bash
# OpenROAD 26Q1-2900-gdf79404cd8, Yosys 0.63+post, stock flow scripts
make -C /OpenROAD-flow-scripts/flow DESIGN_CONFIG=/design/flow/config.mk WORK_HOME=/design/flow/orfs finish
--- flow/config.mk ---
export PLATFORM = sky130hd
export DESIGN_NAME = barrel_shifter
export DESIGN_NICKNAME = barrel_shifter
export VERILOG_FILES = /design/flow/design.v
export SDC_FILE = /design/flow/constraint.sdc
export NUM_CORES = 4
export LEC_CHECK = 1
export CORE_AREA = 10 10 85 85
export DIE_AREA = 0 0 95 95
--- flow/constraint.sdc ---
current_design barrel_shifter

set clk_period 1.9
set clk_io_pct 0.2

create_clock -name clk0 -period $clk_period

set non_clock_inputs [all_inputs -no_clocks]
set_input_delay [expr $clk_period * $clk_io_pct] -clock clk0 $non_clock_inputs
set_output_delay [expr $clk_period * $clk_io_pct] -clock clk0 [all_outputs]
==> results.ini <==
[final_timing]
fin_crit_ps = 2000
slew_viol_final = 0
finalCritPeriodShare_pct = 105
setup_viol = 4
relSlewSlack_pct = 79.7
worst_pin_slew_ps = 296
hold_viol = 0
worst_slack_ps = -97.8
setup_tns_ps = -288
rsz0062_at_grt = yes
max_freq_mhz = 501
worst_hold_slack_ps = 1430

[global_routing]
antenna_found_initial = 0
grt_pass1_vias = 614
grt_pass1_wl_um = 3110
grt_usage_pct = 4.19
grt_start_max_net_pins = 9
overflow = 0

[yosys]
ys_top_cells_by_area = mux2i_1 (27%), mux2_2 (15%), mux2_4 (8.8%)
yosysSeqAreaShare_pct = 0
synth_cells = 53
synth_area_per_cell_um2 = 9.70
largest_area_cell = mux2i_1
most_common_cell = mux2i_1
ys_area_um2 = 514
syn-cell-area_um2 = 514
synth_top_area_share_pct = 27.3
synth.distinct_cells = 19
common_cells = mux2i_1 (14), mux2_2 (7), a221o_1 (4), o22ai_1 (4)
ys_warn_count = 0
ys_cells = 53

[setup_path]
cp_data_required_time_ps = 1520
worstPathMaxFanout = 7
crit_type = input port to output port
worst_setup_path_start_kind = input port
end_kind = output port
cp_data_arrival_time_ps = 1620

[power]
power_w = 0.000245
power_leakage_nw = 0.381
power_density_nw_per_um2 = 267
power.ir.vdd_worst_mv = 0.0607

[route]
drc_errors = 0
firstDrtPassIters = 4
vias_per_cell = 3.55
drtIter0Drc = 59
wire_per_inst_um = 11.8
antennaDiodeCount = 0
wirelength_um = 1780
ant_nets = 0
vias = 536

[floorplanning]
fp.dieH_um = 95
fp_util_pct = 9.40
core_area_um2 = 5470
die_x_um = 95
row_count = 27
io-pin-count = 20
dieArea_um2 = 9030

[placement]
portBuffers = 20
gp_congestion = 0.877
dp_hpwl_um = 1460
place_ws_ps = -819

[finish]
seq_cell_count = 0
clkbuf_count = 0
regArea_um2 = 0
layout-drive-gt1-share_pct = 59.5
num-fill-cells = 612
syn_to_final_growth_pct = 78.6

[flow_run]
warnings = 34
drv_cap = 0

[outcome]
outcome = finished with violations
violations = setup timing

[worst_hold_path]
hold_path_class = input port to output port

-- final timing paths --
| path | slack (ps) | start | cells after the start | endpoint |
|---|---|---|---|---|
| worst max-delay path | -100 | shift[1] | 8 | out[1] |
| worst min-delay path | 1430 | in[4] | 5 | out[5] |
-- cell usage in the layout, fill, tap and decap left out, types with 2 or more instances in the layout --
cell type	instances
a221o_1	4
a22oi_1	2
a2bb2o_4	2
buf_12	2
buf_2	8
buf_4	6
buf_6	2
buf_8	2
clkbuf_2	2
clkdlybuf4s15_1	4
dlygate4sd2_1	3
mux2_2	4
mux2_4	6
mux2i_1	10
mux2i_2	3
nand2_1	2
o22a_1	2
o22ai_1	2
o22ai_2	2
-- where the power goes --
group	internal [W]	leakage, nW	total (W)	switching, W
sequential	0	0	0	0
clock	0	0	0	0
combinational	0.000146	0.381	0.000245	0.0000991
-- metal layers --
| metal | part of all wire [%] | vias up | track usage, % |
|---|---|---|---|
| met5 | 0 | - | 0 |
| met2 | 47 | 16 | 7.15 |
| met3 | 6.0 | 0 | 0.641 |
| li1 | - | 269 | - |
| met4 | 0 | 0 | 0 |
| met1 | 47 | 251 | 5.78 |
-- kinds of logic (layout without fill, tap and decap cells) --
logic type             Yosys count  after routing  share of synthesized area [%]
AND-OR/OR-AND                   16             16                           31.6
multiplexers                    24             24                           51.3
buffers and inverters            5             31                           8.76
AND/OR/NAND/NOR                  8              8                           8.27
-- critical path, stage by stage --
cell	delay [ps]
buf_8	110
buf_12	130
buf_8	120
mux2i_4	180
a221o_1	310
buf_4	130
mux2i_1	130
buf_2	120
-- timing repair --
| action | CTS | global route |
|---|---|---|
| endpoints found under the setup margin | 8 | 8 |
| endpoints found under the hold margin | 0 | 0 |
| buffers inserted | 1 | 1 |
| gates cloned | 1 | 0 |
| hold buffers | 0 | 0 |
| gates resized | 63 | 10 |
| pin swaps | 6 | 2 |
-- cell type report --
class              instances  area (µm²)  area share (%)
well taps                 72        90.1            9.81
repair buffers            31         292            31.7
multi-input cells         48         537            58.4
-- through the flow --
step,cell area (µm²),std cells,utilization (%)
after floorplan,514,53,-
final,918,151,16.8
after CTS,900,150,16.4
after global routing,918,151,16.8
after detailed placement,845,148,15.4
after global placement,845,148,15.4
Power is estimated from default activity; no workload was simulated.
