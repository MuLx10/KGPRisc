$ cat flow/run.sh
#!/bin/bash
# OpenROAD 26Q1-2900-gdf79404cd8, Yosys 0.63+post, stock flow scripts
make -C /OpenROAD-flow-scripts/flow DESIGN_CONFIG=/design/flow/config.mk WORK_HOME=/design/flow/orfs finish
$ cat flow/config.mk
export PLATFORM = sky130hd
export DESIGN_NAME = bitSerialAdder
export DESIGN_NICKNAME = bitSerialAdder
export VERILOG_FILES = /design/flow/design.v
export SDC_FILE = /design/flow/constraint.sdc
export NUM_CORES = 4
export LEC_CHECK = 1
export CORE_AREA = 10 10 94 94
export DIE_AREA = 0 0 104 104
$ cat flow/constraint.sdc
current_design bitSerialAdder

set clk_period 2.5
set clk_io_pct 0.2

create_clock -name clk0 -period $clk_period [get_ports {clk}]

set non_clock_inputs [all_inputs -no_clocks]
set_input_delay [expr $clk_period * $clk_io_pct] -clock clk0 $non_clock_inputs
set_output_delay [expr $clk_period * $clk_io_pct] -clock clk0 [all_outputs]
$ cat flow/design.v
`timescale 1ns / 1ps
module adder(
    input a,
    input b,
    input cin,
    output sum,
    output cout
    );
	assign {cout, sum} = a+b+cin;
endmodule 
`timescale 1ns / 1ps
module bitSerialAdder(
    input clk,
    input rst,
    input load,
    input [7:0] a,
    input [7:0] b,
    input cin,
    output [7:0] sum,
    output cout
    );
	wire [7:0] x,z;
	wire c_out,su;
	shift_reg sr1(clk,rst,load,a,x);                       
	shift_reg sr2(clk,rst,load,b,z);                       
	dff ff(clk,rst,load,cin,c_out,cout);
	adder fa(x[0],z[0],cout,su,c_out);              
	shift_reg_sum sr3(clk,rst,load,su,sum);
endmodule 
`timescale 1ns / 1ps
module dff(
    input clk,
	 input rst,
	 input load,
	 input cin,
    input d,
    output reg q
    );
	always @(posedge clk)
	begin
	if(rst ||load )
		q = cin;
	else
		q = d;
	end
endmodule 
`timescale 1ns / 1ps
module shift_reg(
    input clk,
    input rst,
    input load,
    input [7:0] in,
    output reg[7:0] out
    );
	always @(posedge clk)
	begin
			if(rst)
				out=8'b0;
			else
				begin
				if(load)out=in;
				else
					out=out>>1;				
				end			
	end
endmodule
`timescale 1ns / 1ps
module shift_reg_sum(
    input clk,
    input rst,
	 input load,
    input  in,
    output reg[7:0] out
    );
	reg[7:0] o;
	always @(posedge clk)
	begin
			if(rst || load)
				out=8'b0;
			else
				begin
					out={in,o[7:1]};
				end			
	end
	always @(negedge clk)
	begin
			if(rst || load)
				o<=8'b0;
			else
				o<=out;
	end
	endmodule
==> flow_summary_export.csv <==
group,metric,value,unit
synth,synth.lib_cells_used.distinct,12,
synth,xor_share,0,
critical_path,worstSetupEndpointType,"flop",
global_routing,globalRoute.totalOverflow,0,
detailed_routing,vias_per_cell,3.00,
critical_path,max_stage_delay,580,ps
global_routing,grt_first_pass_wirelength,3.22,mm
critical_path,path_depth,3,
timing,endpoints_failing_hold,0,
global_routing,antenna_found_initial,0,
placement,numPortBuffers,28,
timing,setup_repair_after_global_routing_missed_its_margin,"false",
cts,cts-root-to-sink-buffers,2,
cts,cts_post_setup_buffers_inserted,0,
floorplan,fp.dieH,104,um
global_routing,via_count_of_the_first_global_routing_pass,690,
placement,detailed_place_hpwl,1.58,mm
critical_path,critPathBufInv,1,
synth,yosys_area,0.00106,mm^2
floorplan,die_w,104,um
floorplan,coreArea,0.00683,mm^2
global_routing,grt.met1_usage,0.0452,
critical_path,regToRegStartpoint,"sr3.o[7]",
floorplan,pin_count,29,
cts,clkSinkCount,32,
detailed_routing,final_antenna_net_count,0,
timing,final.setup.tns,0,ps
floorplan,floorplanUtilization,0.155,
synth,compound_area_frac,0,
detailed_routing,vias_after_detailed_routing,670,
critical_path,timing.critical_path.max_delay_family,"buffers and inverters",
cts,cts.hold.buffers_added,0,
pwr,vdd_drop_max,0.245,mV
timing,maxSlewViolCount,0,
synth,yosys_warning_tally,3,
placement,post_dp_cell_area,0.00144,mm^2
synth,numSynthFlops,32,
pwr,power.static_leakage,0.669,nW
critical_path,setup.reg_to_reg.worst_slack,690,ps
critical_path,path_cells,"clkdlybuf4s50_1 > nor2_8 > and2_1",
min_path,hold_path_startpoint,"sr2.out[1]",
synth,ys_cells,86,
layout,final_cell_area,0.00155,mm^2
global_routing,gr-usage-met2,0.0514,
synth,syn_inst,86,
cts,clk_pin_slew_worst_paths,60,ps
synth,topCombFamilyByArea,"simple AND/OR/NAND/NOR gates",
min_path,worstHoldEndpoint,"sr2.out[0]",
critical_path,crit_path_max_fanout,10,
critical_path,crit_arrival,1320,ps
cts,cts_buffer_count,5,
timing,finClkSkew,57.8,ps
cts,clock.latency.late_pin,340,ps
min_path,worstHoldPathType,"reg2reg",
critical_path,critical_path_class,"in2reg",
synth,synthSimpleGateAreaFrac,0.176,
critical_path,critical_register_to_register_path_endpoint,"sr3.out[6]",
detailed_routing,antenna_cells,0,
job,openroad_warnings,32,
global_routing,largest_net_degree_at_the_start_of_global_routing,17,
critical_path,cpMaxStageDelayCell,"sky130_fd_sc_hd__clkdlybuf4s50_1",
synth,yosysSeqAreaShare,0.605,
global_routing,globalRoute.busiestLayer,"met2",
job,cap_viol_max_count,0,
synth,synth_area,0.00106,mm^2
detailed_routing,drc,0,
detailed_routing,post_drt_wl_per_cell,9.09,um
placement,replace_congestion,0.734,
detailed_routing,drtPass1Iterations,2,
critical_path,worst_ep_required_time,1470,ps
cts,clockRootBuffer,"sky130_fd_sc_hd__clkbuf_8",
status,status,"complete, no violations",
min_path,holdPathStages,2,
critical_path,worstRegToRegCells,1,
layout,area_delta_synth_final,46.7,%
synth,ys_sh_mux,0.147,
synth,mean_instance_size_in_the_synthesized_netlist,12.3,um^2
critical_path,setup.worst_path.start_class,"input port",
synth,adder_share,0.0189,
pwr,power.density,684,mW/mm^2
cts,cts_tree,"yes",
cts,ctsHtreeMaxLevel,2,
cts,post_cts_resize_count,0,
global_routing,groute.usage.overall,0.0364,
floorplan,core.rowCount,30,
layout,layout-drive-gt1-share,0.126,
timing,setup_viol_count_final,0,
floorplan,chip_area,0.0108,mm^2
timing,max-slew-margin-rel,0.834,
detailed_routing,postRouteWirelength,2.03,mm
global_routing,gr-usage-met3,0.0269,
detailed_routing,drt_iter0_drc,9,
timing,worst_pin_slew,249,ps
==> flip-flops by register name, summed over array words and instances, names as in the netlist <==
name,cells
sr1.out,8
sr2.out,8
sr3.out,8
sr3.o,7
ff.q,1
==> logic make-up (layout without fill, tap and decap cells) <==
kind of cell | count (synthesis) | count (layout)
and+or+nand+nor | 32 | 32
adders and majority gates | 1 | 1
muxes | 15 | 15
DFF | 32 | 32
buffers and inverters | 6 | 47
==> per-stage QoR <==
step / instances / hold WS (ps) / util / setup slack (ps) / total power [mW]
after global routing: 223 / 485 / 0.227 / 127 / 1.12
after CTS: 223 / 466 / 0.227 / 152 / 1.08
final: 223 / 459 / 0.227 / 146 / 1.06
after global placement: 209 / 442 / 0.210 / -179 / 0.647
after detailed placement: 209 / 451 / 0.210 / -195 / 0.649
after floorplan: 86 / 437 / - / 152 / 0.607
==> layout make-up <==
| cell class | count | area [um^2] |
|---|---|---|
| Tap cell | 96 | 120 |
| Clock inverter | 9 | 37.5 |
| Sequential cell | 32 | 641 |
| Fill cell | 758 | 5280 |
| Timing Repair Buffer | 32 | 310 |
| Multi-Input combinational cell | 48 | 362 |
| Clock buffer | 6 | 82.6 |
==> tightest hold or removal path, stage by stage (launching register included) <==
cell                      delay [ps]
sky130_fd_sc_hd__dfxtp_1         300
sky130_fd_sc_hd__mux2i_1          50
sky130_fd_sc_hd__nor2_1           70
==> Yosys cell counts, drive strengths merged <==
| cell type | instances | share of area |
|---|---|---|
| and3b | 2 | 0.019 |
| inv | 1 | 0.0035 |
| mux2i | 14 | 0.13 |
| mux2 | 1 | 0.014 |
| fa | 1 | 0.019 |
| and2 | 15 | 0.089 |
| dfxtp | 32 | 0.61 |
| nor2 | 15 | 0.069 |
| buf | 5 | 0.050 |
==> how the worst max path moves through the flow <==
stage	start	to	slack (ps)
CTS	load	sr3.o[1]	150
global route	load	sr3.o[2]	130
finish	load	sr3.o[2]	150
==> where the power goes <==
group	internal, mW	switching (mW)	leakage, nW
sequential	0.528	0.00580	0.261
clock	0.236	0.209	0.0888
combinational	0.0531	0.0291	0.319
==> layer usage <==
layer | part of all wire | wire length (um)
met5 | 0 | 0
met4 | 0.0049 | 10
met3 | 0.12 | 253
met2 | 0.38 | 768
met1 | 0.49 | 996
==> cells in the final DEF (no fill, tap or decap), drive strengths merged <==
cell	count
and3b	2
clkdlybuf4s50	28
dfxtp	32
clkinv	1
and2	15
nor2	15
clkbuf	6
buf	4
mux2	1
fa	1
inv	8
mux2i	14
No activity file was given, so power comes from the tool's default toggle rates.
